## /design/flow/run.sh

```bash
#!/bin/bash
# OpenROAD 26Q1-2900-gdf79404cd8, Yosys 0.63+post, stock flow scripts
make -C /OpenROAD-flow-scripts/flow DESIGN_CONFIG=/design/flow/config.mk WORK_HOME=/design/flow/orfs finish
```

## /design/flow/config.mk

```make
export PLATFORM = sky130hd
export DESIGN_NAME = chroma_downsampling
export DESIGN_NICKNAME = chroma_downsampling
export VERILOG_FILES = /design/flow/design.v
export SDC_FILE = /design/flow/constraint.sdc
export NUM_CORES = 4
export LEC_CHECK = 1
export CORE_UTILIZATION = 40
export SYNTH_MEMORY_MAX_BITS = 65536
```

## /design/flow/constraint.sdc

```tcl
current_design chroma_downsampling

set clk_period 203.7
set clk_io_pct 0.2

create_clock -name clk0 -period $clk_period [get_ports {aclk}]

set non_clock_inputs [all_inputs -no_clocks]
set_input_delay [expr $clk_period * $clk_io_pct] -clock clk0 $non_clock_inputs
set_output_delay [expr $clk_period * $clk_io_pct] -clock clk0 [all_outputs]
```

## /design/flow/design.v

```verilog
module chroma_downsampling #(
    parameter DATA_WIDTH = 8,
    parameter BUFFER_SIZE = 768   
)(
    input  wire                   aclk,
    input  wire                   aresetn,
    input  wire [DATA_WIDTH-1:0]  s_axis_tdata,
    input  wire                   s_axis_tvalid,
    output wire                   s_axis_tready,
    input  wire                   s_axis_tlast,
    output wire [DATA_WIDTH-1:0]  m_axis_tdata,
    output wire                   m_axis_tvalid,
    input  wire                   m_axis_tready,
    output wire                   m_axis_tlast
);
    localparam STATE_IDLE    = 3'd0;
    localparam STATE_RECEIVE = 3'd1;
    localparam STATE_PROCESS = 3'd2;
    localparam STATE_SEND    = 3'd3;
    reg [2:0] state;
    reg [DATA_WIDTH-1:0] buffer_y [0:255];
    reg [DATA_WIDTH-1:0] buffer_cb[0:255];
    reg [DATA_WIDTH-1:0] buffer_cr[0:255];
    reg [DATA_WIDTH-1:0] output_buf[0:383];  
    reg [9:0] in_ptr;
    reg [8:0] out_ptr;
    reg [9:0] proc_idx;
    wire [2:0] cb_row = (proc_idx - 256) >> 3;
    wire [2:0] cb_col = (proc_idx - 256) & 7;
    wire [9:0] cb_base = (cb_row * 16 + cb_col) << 1;
    wire [5:0] cr_row = ((proc_idx - 320) >> 3);
    wire [5:0] cr_col = ((proc_idx - 320) & 7);
    wire [9:0] cr_base = (cr_row * 16 + cr_col) << 1;
    reg [9:0] sum_cb;
    reg [9:0] sum_cr;
    assign s_axis_tready = (state == STATE_RECEIVE);
    assign m_axis_tvalid = (state == STATE_SEND);
    assign m_axis_tdata  = output_buf[out_ptr];
    assign m_axis_tlast  = (out_ptr == 383);
    always @(posedge aclk) begin
        if (!aresetn) begin
            state <= STATE_IDLE;
            in_ptr <= 0;
            out_ptr <= 0;
            proc_idx <= 0;
        end else begin
            case (state)
                STATE_IDLE: begin
                    in_ptr <= 0;
                    out_ptr <= 0;
                    proc_idx <= 0;
                    state <= STATE_RECEIVE;
                end
                STATE_RECEIVE: begin
                    if (s_axis_tvalid && s_axis_tready) begin
                        if (in_ptr < 256)
                            buffer_y[in_ptr] <= s_axis_tdata;
                        else if (in_ptr < 512)
                            buffer_cb[in_ptr - 256] <= s_axis_tdata;
                        else
                            buffer_cr[in_ptr - 512] <= s_axis_tdata;
                        in_ptr <= in_ptr + 1;
                        if (s_axis_tlast || in_ptr == 767)
                            state <= STATE_PROCESS;
                    end
                end
                STATE_PROCESS: begin
                    if (proc_idx < 256) begin
                        output_buf[proc_idx] <= buffer_y[proc_idx];
                        proc_idx <= proc_idx + 1;
                    end else if (proc_idx < 320) begin
                        sum_cb = {2'b00, buffer_cb[cb_base]} +
                                 {2'b00, buffer_cb[cb_base+1]} +
                                 {2'b00, buffer_cb[cb_base+16]} +
                                 {2'b00, buffer_cb[cb_base+17]};
                        output_buf[proc_idx] <= sum_cb >> 2;
                        proc_idx <= proc_idx + 1;
                    end else if (proc_idx < 384) begin
                        sum_cr = {2'b00, buffer_cr[cr_base]} +
                                 {2'b00, buffer_cr[cr_base+1]} +
                                 {2'b00, buffer_cr[cr_base+16]} +
                                 {2'b00, buffer_cr[cr_base+17]};
                        output_buf[proc_idx] <= sum_cr >> 2;
                        proc_idx <= proc_idx + 1;
                    end else begin
                        out_ptr <= 0;
                        state <= STATE_SEND;
                    end
                end
                STATE_SEND: begin
                    if (m_axis_tvalid && m_axis_tready) begin
                        if (out_ptr == 383)
                            state <= STATE_IDLE;
                        out_ptr <= out_ptr + 1;
                    end
                end
            endcase
        end
    end
endmodule
```

==> impl_metrics.yaml <==
# yosys + openroad results
global_route:
  grt_max_degree: 141
  antenna_found_initial: 28
  grt_pass1_vias: 180000
  globalRouteOverflowTotal: 0
  track_usage: 0.216
  grt_first_pass_wirelength_um: 1270000
job:
  max_cap_viol_count: 0
  warning_count: 47
yosys:
  top_area_frac: 0.773
  yosys_warnings: 1
  largest_area_cell: "edfxtp_1"
  ff_type: "edfxtp_1"
  synthTopCellsByCount: "9216 x edfxtp_1, 2957 x mux4_2, 1215 x nor2_1, 541 x clkbuf_1, 175 x nand2_1"
  edf_count: 9216
  synthDistinctLibCells: 62
  yosysSeqAreaShare: 0.776
  syn_area_um2: 358000
  synth_flops: 9266
  syn_area_per_cell_um2: 23.6
  synthCells: 15100
  synthTopCellsByArea: "edfxtp_1 77%, mux4_2 19%, nor2_1 1.3%, clkbuf_1 0.57%, dfxtp_1 0.28%"
  async_flop_share: 0
  yosysMostFrequentCell: "edfxtp_1"
  yosysChipArea_um2: 358000
  synth_stat.cells: 15100
sta:
  timing.setup.tns_ps: 0
  hold_viol_final: 0
  final-max-slew-violation-count: 0
  setup_slack_ps: 155640
  setup_viol: 0
  skew_ps: 131
  whs_ps: 512
  fmax_mhz: 20.8
  relSlewSlack: 0.242
  finalClockPeriodUsage: 0.236
  tightest_slew_ps: 1130
  min_period_ps: 48060
  rsz0062_at_grt: "no"
route:
  drcViolationCount: 0
  vias: 161000
  wire_per_inst_um: 30.5
  postRouteAntennaNets: 0
  routed_via_density: 5.61
  initialDrtViolationCount: 10400
  dr.pass1.iters: 6
  wirelength_um: 875000
worst_setup_path:
  cp_cell_sequence: "buf_4 > buf_4 > buf_4 > buf_4 > mux4_2 > mux4_2 > mux4_2 > a22oi_1 > o211ai_1 > clkdlybuf4s50_1"
  required_ps: 162960
  cpLargestDelayFamily: "buffers and inverters"
  r2r-end: "output_buf[5][7]"
  path_class: "register to primary output"
  cp.depth: 10
  max_stage_delay_ps: 740
  r2r_start: "proc_idx[0]"
  crit_path_end: "m_axis_tdata[0]"
  r2r.worst_path.cells: 24
  rrSetupSlack_ps: 192330
  path_buffers: 5
  crit_path_end_kind: "primary output"
  critPathMaxFanout: 34
  crit_top_cell: "buf_4"
  cp.arrival_ps: 7320
  critPathLaunchType: "register"
  cp_slowest_cell: "dfxtp_4"
worst_hold_path:
  min_path_type: "register to register"
  hold_path.startpoint: "out_ptr[7]"
placed_design:
  dp_hpwl_um: 535000
  place_ws_ps: 156480
  portBuffers: 23
  place.gp.congestion: 0.875
  dp.cells: 27000
  dpl_cell_area_um2: 377000
layout:
  finish.utilization: 0.454
  final_cells: 28700
  drive_above_1_share: 0.310
  final_cell_area_um2: 405000
  syn2layout_area_growth_pct: 13.1
  logic_area_um2: 76400
  seq_area_um2: 278000
  fillers: 72000
pwr:
  total_power_mw: 3.80
  powerDensity_nw_per_um2: 9.39
  irDropWorstVdd_v: 0.00000765
  leakagePower_nw: 119
clock_tree:
  cts-root-buf: "clkbuf_16"
  cts_tree: "done"
  cts_hold_buf: 0
  h-tree-depth: 6
  clock_latency_ps: 1160
  cts_resized: 0
  cts.sinks: 9266
  postCtsSetupBuffers: 0
  clk_path_buf_depth: 5
  numCtsBuffers: 920
  clkTransAtPathRegs_ps: 60
floorplan:
  coreArea_um2: 892000
  initCoreUtil: 0.401
  dieArea_um2: 899000
  ios: 24
  row_count: 347
  die_w_um: 948
  fp.dieH_um: 948
status:
  run_status: "completed"
where the power goes:
group / internal, mW / switching, mW / total [mW]
sequential: 2.09 / 0.000754 / 2.09
combinational: 0.0373 / 0.0610 / 0.0982
clock: 0.912 / 0.699 / 1.61
total: 3.04 / 0.761 / 3.80
placed cells by master (no fill, tap or decap), types with 12 or more instances in the layout:
cell type           n
a21oi_1            45
a22oi_1            49
buf_12             18
buf_4             859
bufinv_16          61
clkbuf_1          194
clkbuf_16         930
clkdlybuf4s50_1    15
clkinv_1          219
clkinv_2          173
clkinvlp_4         33
dfxtp_1            29
dfxtp_4            15
edfxtp_1         9216
fa_1               32
ha_1               23
inv_1              99
mux2_2             25
mux2i_1            18
mux4_2           2957
nand2_1           136
nand2_2            36
nand3_1            51
nand3_2            19
nand4_1            14
nor2_1           1210
nor2b_1            21
nor3_1             23
o21ai_0            25
xnor2_1            12
xor2_1             17
state kept, by name, indices dropped and copies added (netlist names), named ones only:
name,cells
output_buf,3072
buffer_cb,2048
buffer_cr,2048
buffer_y,2048
in_ptr,10
proc_idx,10
out_ptr,9
state,4
cells by family (layout without fill, tap and decap cells):
kind of cell / Yosys count / in the layout / share of synthesized area
buffers and inverters: 1001 / 2648 / 0.0116
AND-OR/OR-AND: 208 / 208 / 0.00396
multiplexers: 3000 / 3000 / 0.187
adder cells (fa/ha/maj): 55 / 55 / 0.00259
other: 0 / 11 / 0
flip-flops: 9266 / 9266 / 0.776
AND/OR/NAND/NOR: 1585 / 1585 / 0.0177
XOR/XNOR: 29 / 29 / 0.000710
metal layers:
metal | routed length [µm] | part of all wire | track usage
met2 | 406000 | 0.46 | 0.308
met3 | 162000 | 0.19 | 0.179
met1 | 277000 | 0.32 | 0.263
met5 | 1460 | 0.0017 | 0.00857
met4 | 27200 | 0.031 | 0.0502
layout make-up:
| type | instances | share of cell area |
|---|---|---|
| Antenna cell | 11 | 0.0000680 |
| Clock buffer | 1132 | 0.0596 |
| Clock inverter | 515 | 0.0103 |
| Inverter | 101 | 0.000936 |
| Multi-Input combinational cell | 4877 | 0.189 |
| Sequential cell | 9266 | 0.686 |
| Tap cell | 11900 | 0.0367 |
| Timing Repair Buffer | 900 | 0.0175 |
how the worst min path moves through the flow:
stage | end | slack (ps) | depth (start not counted)
4_1_cts | register | 510 | 2
6_report | register | 510 | 2
5_1_grt | register | 570 | 2
tightest hold or removal path: stages, from the launching register on:
cell,delay (ps)
dfxtp_1,320
o21ai_0,70
a21oi_1,70
Power figures rest on the tool's default switching activity, not on a simulated workload.
