<file path="run.sh">
#!/bin/bash
# OpenROAD 26Q1-2900-gdf79404cd8, Yosys 0.63+post, stock flow scripts
make -C /OpenROAD-flow-scripts/flow DESIGN_CONFIG=/design/flow/config.mk WORK_HOME=/design/flow/orfs finish
</file>
<file path="config.mk">
export PLATFORM = sky130hd
export DESIGN_NAME = axis_buffer_delay
export DESIGN_NICKNAME = axis_buffer_delay
export VERILOG_FILES = /design/flow/design.v
export SDC_FILE = /design/flow/constraint.sdc
export NUM_CORES = 4
export LEC_CHECK = 1
export CORE_UTILIZATION = 40
export SYNTH_MEMORY_MAX_BITS = 65536
</file>
<file path="constraint.sdc">
current_design axis_buffer_delay

set clk_period 137.3
set clk_io_pct 0.2

create_clock -name clk0 -period $clk_period [get_ports {aclk}]

set non_clock_inputs [all_inputs -no_clocks]
set_input_delay [expr $clk_period * $clk_io_pct] -clock clk0 $non_clock_inputs
set_output_delay [expr $clk_period * $clk_io_pct] -clock clk0 [all_outputs]
</file>
<file path="design.v">
module axis_buffer_delay #(
    parameter DATA_WIDTH = 8,
    parameter BUFFER_SIZE = 768   
)(
    input  wire                   aclk,
    input  wire                   aresetn,
    input  wire [DATA_WIDTH-1:0]  s_axis_tdata,
    input  wire                   s_axis_tvalid,
    output wire                   s_axis_tready,
    input  wire                   s_axis_tlast,
    output wire [DATA_WIDTH-1:0]  m_axis_tdata,
    output wire                   m_axis_tvalid,
    input  wire                   m_axis_tready,
    output wire                   m_axis_tlast
);
    localparam STATE_IDLE    = 2'd0;
    localparam STATE_RECEIVE = 2'd1;
    localparam STATE_PROCESS = 2'd2;
    localparam STATE_SEND    = 2'd3;
    reg [1:0] state;
    reg [DATA_WIDTH-1:0] bufferIN  [0:BUFFER_SIZE-1];
    reg [DATA_WIDTH-1:0] bufferOUT [0:BUFFER_SIZE-1];
    reg [9:0] write_ptr;
    reg [9:0] read_ptr;
    reg [9:0] proc_index;
    reg [9:0] total_count;   
    assign s_axis_tready = (state == STATE_RECEIVE);
    assign m_axis_tvalid = (state == STATE_SEND);
    assign m_axis_tdata  = bufferOUT[read_ptr];
    assign m_axis_tlast  = (read_ptr == total_count - 1);
    always @(posedge aclk) begin
        if (!aresetn) begin
            state <= STATE_IDLE;
            write_ptr <= 0;
            read_ptr <= 0;
            proc_index <= 0;
            total_count <= 0;
        end else begin
            case (state)
                STATE_IDLE: begin
                    write_ptr <= 0;
                    read_ptr <= 0;
                    proc_index <= 0;
                    total_count <= 0;
                    state <= STATE_RECEIVE;
                end
                STATE_RECEIVE: begin
                    if (s_axis_tvalid && s_axis_tready) begin
                        bufferIN[write_ptr] <= s_axis_tdata;
                        write_ptr <= write_ptr + 1;
                        total_count <= total_count + 1;
                        if (s_axis_tlast) begin
                            proc_index <= 0;
                            state <= STATE_PROCESS;
                        end
                    end
                end
                STATE_PROCESS: begin
                    bufferOUT[proc_index] <= bufferIN[proc_index];
                    proc_index <= proc_index + 1;
                    if (proc_index + 1 == total_count) begin
                        proc_index <= 0;
                        read_ptr <= 0;
                        state <= STATE_SEND;
                    end
                end
                STATE_SEND: begin
                    if (m_axis_tvalid && m_axis_tready) begin
                        read_ptr <= read_ptr + 1;
                        if (read_ptr + 1 == total_count) begin
                            state <= STATE_IDLE;
                        end
                    end
                end
            endcase
        end
    end
endmodule
</file>
==> results_dict.tcl <==
# implementation run metrics
set metrics [dict create \
    slowest_stage "sky130_fd_sc_hd__dfxtp_4" \
    timing.max_cap.violations 0 \
    post_route_cells_drive_above_1_share 0.248 \
    max-clock-path-buffers 6 \
    first_pass_grt_wire_length_mm 1830 \
    detailedRoute.firstIterationViolations 16361 \
    synth.top_cells.by_count "sky130_fd_sc_hd__edfxtp_1, sky130_fd_sc_hd__mux4_2, sky130_fd_sc_hd__nor2_1" \
    antenna_violations_before_repair 86 \
    synth-cells-yosys 22317 \
    synth.lib_cells_used.distinct 82 \
    detail_route.wl_per_cell_um 31.7 \
    fin_setup_tns_ns 0 \
    enable_flop_cells 12288 \
    ff_type "sky130_fd_sc_hd__edfxtp_1" \
    timing.reg2reg.setup_slack_ns 126.96 \
    detailedPlacementHpwl_mm 787 \
    drt-total-wl_mm 1280 \
    clock-skew-final_ns 0.109 \
    power.ir.vdd_worst_uv 11.5 \
    period_needed_ns 36.44 \
    total_drc_errors_in_the_routed_layout 0 \
    unrepaired_setup_endpoints_after_global_routing "false" \
    port_buffer_count 23 \
    yosys.cell_count.top_type "sky130_fd_sc_hd__edfxtp_1" \
    first_global_vias 254775 \
    global_route.overflow_total 0 \
    power.share.sequential 0.543 \
    hold_path.startpoint "read_ptr[7]$_SDFFE_PN0P_" \
    chipWidth_mm 1.10 \
    die_h_mm 1.10 \
    grt.met2_usage 0.340 \
    max_slew_margin 0.133 \
    status "finished clean" \
    timing.critical_path.from_type "flop" \
    worst-slew-pin-transition_ns 1.29 \
    pwr-share-comb 0.011 \
    synth.largest_area_cell "sky130_fd_sc_hd__edfxtp_1" \
    finalHoldViolations 0 \
    floorplan.die_area_um2 1200000 \
    cts-htree-levels 7 \
    seq_area_frac_synth 0.773 \
    critical_path.most_common_cell "sky130_fd_sc_hd__buf_4" \
    grt_max_degree 142 \
    tritoncts "built" \
    post_cts_resized 0 \
    finalSetupViolCount 0 \
    syn-mean-instance-area_um2 21.5 \
    post_drt_via_cell_ratio 5.73 \
    synth_area_um2 479000 \
    crit_end_element "output port" \
    grt-busiest-layer "met2" \
    synth.yosys.warnings 1 \
    post_synth_main_area_contributors "sky130_fd_sc_hd__edfxtp_1, sky130_fd_sc_hd__mux4_2, sky130_fd_sc_hd__mux2i_1, sky130_fd_sc_hd__nor2_1, sky130_fd_sc_hd__a22oi_1" \
    timing.critical_path.cells "buf_12, buf_4, buf_4, buf_4, buf_4, buf_4, mux4_2, mux4_2, o22a_1, nor2_1, nor3_1, buf_4, a31oi_1, buf_4, o311ai_1, buf_4, clkdlybuf4s50_1" \
    timing.setup.critical_path_class "reg2out" \
    numPlacedInstances 37969 \
    clock_insertion_delay_worst_skew_ns 1.28 \
    cts_made_buffers 1342 \
    design.core.area_um2 1190000 \
    max_stage_delay_ns 0.65 \
    gp_routability_congestion 0.900 \
    chip_area_estimate_from_yosys_synthesis_um2 479000 \
    p_clk_frac 0.446 \
    stage_log_warnings 84 \
    timing.final.crit_share 0.265 \
    postSynthRegisterBits 12352 \
    fill_cells 97193 \
    static-leakage-power_nw 162 \
    globalRouteMet1Util 0.269 \
    comb_area_um2 102000 \
    netSwitchingFraction 0.194 \
    path_clk_slew_ns 0.06 \
    critPathMaxFanout 67 \
    floorplanUtilization 0.401 \
    number_of_standard_cells_in_the_layout_taps_in_and_fillers_out 40440 \
    fmaxAchievable_mhz 27.4 \
    hold_class "reg2reg" \
    met3_demand_to_capacity_share_in_global_routing 0.183 \
    total_clock_sinks 12352 \
    initial_drt_pass_iterations 5 \
    cellPowerDensity_nw_per_um2 14.0 \
    cp_data_required_time_ns 109.84 \
    top_level_ports 24 \
    ctsRootBufferMaster "sky130_fd_sc_hd__clkbuf_16" \
    ff_latch_area_um2 370000 \
    power_spent_charging_and_discharging_nets_w 0.00147 \
    holdBufCountCts 0 \
    post-cts-setup-buffer-count 0 \
    global_route.usage.total 0.235 \
    synth_largest_type_area_fraction 0.771 \
    ys_async_sr_fraction 0 \
    internal_power_w 0.00613 \
    cp_data_arrival_time_ns 8.98 \
    drt.antenna.violating_nets 0 \
    post_synth_inst_count 22317 \
    floorplan.rows 401 \
    final-max-slew-violation-count 0 \
    area_growth_syn_to_layout_pct 13.3 \
    vias 231624 \
]
## power groups by stage
stage / Clock, W / Sequential (W) / Combinational [W]
after CTS: 0.00345 / 0.00413 / 0.0000829
after global routing: 0.00358 / 0.00413 / 0.0000888
final: 0.00339 / 0.00413 / 0.0000814
## layout by cell type (no fill, tap or decap), types with 64 or more instances in the layout
cell type	count
sky130_fd_sc_hd__a22o_1	76
sky130_fd_sc_hd__nor3_1	129
sky130_fd_sc_hd__buf_4	1099
sky130_fd_sc_hd__clkinv_1	277
sky130_fd_sc_hd__a221oi_1	110
sky130_fd_sc_hd__mux4_2	2977
sky130_fd_sc_hd__clkinv_2	203
sky130_fd_sc_hd__a22oi_1	375
sky130_fd_sc_hd__nor2_1	1767
sky130_fd_sc_hd__diode_2	176
sky130_fd_sc_hd__a211oi_1	86
sky130_fd_sc_hd__clkbuf_16	1370
sky130_fd_sc_hd__o221ai_1	185
sky130_fd_sc_hd__a21oi_1	314
sky130_fd_sc_hd__mux2i_1	862
sky130_fd_sc_hd__o22ai_1	209
sky130_fd_sc_hd__edfxtp_1	12288
sky130_fd_sc_hd__o21ai_0	194
sky130_fd_sc_hd__bufinv_16	88
sky130_fd_sc_hd__o211ai_1	64
sky130_fd_sc_hd__clkbuf_1	282
sky130_fd_sc_hd__nand3_1	166
sky130_fd_sc_hd__nand2_1	321
## final timing paths
path,endpoint,depth (start not counted)
worst max register to register,bufferOUT[408][6]$_DFFE_PP_,18
worst max-delay path,m_axis_tdata[0],17
worst min register to register,read_ptr[7]$_SDFFE_PN0P_,2
worst min-delay path,read_ptr[7]$_SDFFE_PN0P_,2
## per-stage QoR
| stage | area, um^2 | util | hold WS (ns) | power (W) | setup WS [ns] |
|---|---|---|---|---|---|
| after floorplan | 479000 | - | 0.508 | 0.00426 | 107.19 |
| after global placement | 501000 | 0.420 | 0.535 | 0.00429 | 101.72 |
| after detailed placement | 501000 | 0.420 | 0.550 | 0.00429 | 101.85 |
| after CTS | 542000 | 0.455 | 0.560 | 0.00766 | 100.50 |
| after global routing | 542000 | 0.455 | 0.604 | 0.00780 | 100.04 |
| final | 543000 | 0.455 | 0.559 | 0.00760 | 100.86 |
## area by class of cell
class / count / share of cell area
clock inverter: 636 / 0.00986
sequential: 12352 / 0.683
multi-input combinational: 8520 / 0.188
timing repair buffer: 1156 / 0.0169
antenna: 176 / 0.000812
clock buffer: 1657 / 0.0652
tap: 15918 / 0.0367
inverter: 25 / 0.000224
## state kept, by name, indices dropped and copies added, names as in the netlist, named ones only
register and count:
bufferIN 6144, bufferOUT 6144, proc_index 10, read_ptr 10
total_count 10, write_ptr 10, state 4
## worst max-delay path: cells and delay by family (launching register included)
kind | cells | cell delay, ns
compound gates | 3 | 0.87
buf+inv | 10 | 4.63
flops | 1 | 0.65
mux | 2 | 1.07
simple gates | 2 | 0.27
## routing by layer
layer,vias to the layer above,share of wire
met1,118505,0.31
li1,96097,-
met2,14259,0.47
met5,-,0.0022
met3,2603,0.17
met4,160,0.046
## cell families after synthesis
group,share of synthesized area
DFF,0.773
muxes,0.159
and+or+nand+nor,0.0245
AOI/OAI and AO/OA,0.0265
buffers and inverters,0.0155
xor gates and xnor gates,0.000823
adders and majority gates,0.000314
Power is estimated from default activity; no workload was simulated.
